`design/flow/config.mk`:
```
export PLATFORM = sky130hd
export DESIGN_NAME = yuv422_to_rgb
export DESIGN_NICKNAME = yuv422_to_rgb
export VERILOG_FILES = /design/flow/design.v
export SDC_FILE = /design/flow/constraint.sdc
export NUM_CORES = 4
export LEC_CHECK = 1
export CORE_UTILIZATION = 50
export SYNTH_HDL_FRONTEND = slang
```
`design/flow/constraint.sdc`:
```
current_design yuv422_to_rgb

set clk_period 10.5
set clk_io_pct 0.2

create_clock -name clk0 -period $clk_period [get_ports {pclk}]

set non_clock_inputs [all_inputs -no_clocks]
set_input_delay [expr $clk_period * $clk_io_pct] -clock clk0 $non_clock_inputs
set_output_delay [expr $clk_period * $clk_io_pct] -clock clk0 [all_outputs]
```
`design/flow/design.v`:
```
module yuv422_to_rgb (
input             pclk               ,  
input             presetn            ,  
input      [31:0] paddr              ,  
input      [31:0] pwdata             ,  
output reg [31:0] prdata             ,  
input         	  pwrite             ,  
input         	  psel               ,  
input         	  penable            , 
output            pslverr            ,  
output            pready             ,  
output reg        irq                ,  
output reg [7:0]  rgb_out [0:3][0:2]    
);
localparam IDLE    = 3'd0;
localparam LOAD    = 3'd1;
localparam CONVERT = 3'd2;
reg  [7:0] yuv_mem [0:7];     
reg  [7:0] y0;                
reg  [7:0] u0;                
reg  [7:0] y1;                
reg  [7:0] v0;                
reg  [7:0] y2;                
reg  [7:0] u1;                
reg  [7:0] y3;                
reg  [7:0] v1;                
wire [7:0] r0;                
wire [7:0] g0;                
wire [7:0] b0;                
wire [7:0] r1;                
wire [7:0] g1;                
wire [7:0] b1;                
wire [7:0] r2;                
wire [7:0] g2;                
wire [7:0] b2;                
wire [7:0] r3;                
wire [7:0] g3;                
wire [7:0] b3;                
reg        cnt_writes;        
reg  [2:0] state;             
reg        start_conversion;  
wire [3:0] result_ready;      
yuv_to_rgb conv0 (.clk(pclk), .rst_n(presetn), .start_conversion(start_conversion), .y(y0), .u(u0), .v(v0), .r(r0), .g(g0), .b(b0), .pixel_ready(result_ready[0]));
yuv_to_rgb conv1 (.clk(pclk), .rst_n(presetn), .start_conversion(start_conversion), .y(y1), .u(u0), .v(v0), .r(r1), .g(g1), .b(b1), .pixel_ready(result_ready[1]));
yuv_to_rgb conv2 (.clk(pclk), .rst_n(presetn), .start_conversion(start_conversion), .y(y2), .u(u1), .v(v1), .r(r2), .g(g2), .b(b2), .pixel_ready(result_ready[2]));
yuv_to_rgb conv3 (.clk(pclk), .rst_n(presetn), .start_conversion(start_conversion), .y(y3), .u(u1), .v(v1), .r(r3), .g(g3), .b(b3), .pixel_ready(result_ready[3]));
assign pready  = 1'b1;
assign pslverr = 1'b0;
always @(posedge pclk or negedge presetn)
	if (~presetn)	prdata <= 32'd0; else
	if (psel & ~penable & ~pwrite)	
		case(paddr[7:0])
			8'h20: prdata <= (state == IDLE) ? {32'hFFFFFFFF} : {32'd0};
			8'h30: prdata <= {rgb_out[0][0], rgb_out[0][1], rgb_out[0][2], 8'd0};   
			8'h34: prdata <= {rgb_out[1][0], rgb_out[1][1], rgb_out[1][2], 8'd0};   
			8'h38: prdata <= {rgb_out[2][0], rgb_out[2][1], rgb_out[2][2], 8'd0};   
			8'h3c: prdata <= {rgb_out[3][0], rgb_out[3][1], rgb_out[3][2], 8'd0};   
		endcase           
always @(posedge pclk or negedge presetn)
	if (~presetn)	                        cnt_writes <= 'd0; else
	if (psel & penable & pready & pwrite)	cnt_writes <= cnt_writes + 'd1;
always @(posedge pclk or negedge presetn)
	if (~presetn)	                                     start_conversion <= 1'b0; else
	if (start_conversion)                              start_conversion <= 1'b0; else
	if (psel & penable & pready & pwrite & cnt_writes) start_conversion <= 1'b1;
always @(posedge pclk or negedge presetn)
	if (~presetn)      	irq <= 1'b0; else
	if (irq)					  irq <= 1'b0; else
	if (&result_ready)	irq <= 1'b1;
always @(posedge pclk or negedge presetn)
	if (~presetn)	                                                  state <= IDLE; else
	case(state)
		IDLE    : if (psel & ~penable & pwrite)                       state <= LOAD;     
		LOAD    : if (psel & penable & pready & pwrite & cnt_writes)  state <= CONVERT;  
		CONVERT : if (&result_ready)                                  state <= IDLE;     
	endcase
always @(posedge pclk or negedge presetn)
	if (~presetn) begin	yuv_mem[0] <= 8'd0;
	                    yuv_mem[1] <= 8'd0;
	                    yuv_mem[2] <= 8'd0;
	                    yuv_mem[3] <= 8'd0;
	                    yuv_mem[4] <= 8'd0;
	                    yuv_mem[5] <= 8'd0;
	                    yuv_mem[6] <= 8'd0;
	                    yuv_mem[7] <= 8'd0; end else
	if (psel & pwrite & ~penable) 
		case (paddr[7:0])                               
      8'h10: begin yuv_mem[0] <= pwdata[7:0];           
									 yuv_mem[1] <= pwdata[15:8];          
									 yuv_mem[2] <= pwdata[23:16];         
									 yuv_mem[3] <= pwdata[31:24]; end     
      8'h14: begin yuv_mem[4] <= pwdata[7:0];           
                   yuv_mem[5] <= pwdata[15:8];          
                   yuv_mem[6] <= pwdata[23:16];         
                   yuv_mem[7] <= pwdata[31:24]; end     
    endcase
always @(posedge pclk or negedge presetn)
	if (~presetn)	begin rgb_out[0] <= {8'd0, 8'd0, 8'd0};
	                    rgb_out[1] <= {8'd0, 8'd0, 8'd0};
	                    rgb_out[2] <= {8'd0, 8'd0, 8'd0};
                      rgb_out[3] <= {8'd0, 8'd0, 8'd0}; end else
	if (&result_ready)	begin rgb_out[0] <= {r0, g0, b0};            
														rgb_out[1] <= {r1, g1, b1};
														rgb_out[2] <= {r2, g2, b2};
														rgb_out[3] <= {r3, g3, b3}; end
always @(posedge pclk or negedge presetn)
	if (~presetn)	                    y0 <= 'd0; else
	if ((state == LOAD) & cnt_writes) y0 <= yuv_mem[0];
always @(posedge pclk or negedge presetn)
	if (~presetn)	                    u0 <= 'd0; else
	if ((state == LOAD) & cnt_writes) u0 <= yuv_mem[1];
always @(posedge pclk or negedge presetn)
	if (~presetn)	                    y1 <= 'd0; else
	if ((state == LOAD) & cnt_writes) y1 <= yuv_mem[2];
always @(posedge pclk or negedge presetn)
	if (~presetn)	                    v0 <= 'd0; else
	if ((state == LOAD) & cnt_writes) v0 <= yuv_mem[3];
always @(posedge pclk or negedge presetn)
	if (~presetn)	                    y2 <= 'd0; else
	if ((state == LOAD) & cnt_writes) y2 <= yuv_mem[4];
always @(posedge pclk or negedge presetn)
	if (~presetn)	                    u1 <= 'd0; else
	if ((state == LOAD) & cnt_writes) u1 <= yuv_mem[5];
always @(posedge pclk or negedge presetn)
	if (~presetn)	                    y3 <= 'd0; else
	if ((state == LOAD) & cnt_writes) y3 <= yuv_mem[6];
always @(posedge pclk or negedge presetn)
	if (~presetn)	                    v1 <= 'd0; else
	if ((state == LOAD) & cnt_writes) v1 <= yuv_mem[7];
endmodule
module yuv_to_rgb (
input            clk             ,  
input            rst_n           ,  
input            start_conversion,  
input      [7:0] y               , 
input      [7:0] u               ,
input      [7:0] v               ,
output reg [7:0] r               , 
output reg [7:0] g               , 
output reg [7:0] b               ,
output reg       pixel_ready        
);
parameter signed [15:0] C_1_402 = 16'h059C;   
parameter signed [15:0] C_0_344 = 16'h0160;   
parameter signed [15:0] C_0_714 = 16'h02DB;   
parameter signed [15:0] C_1_772 = 16'h0716;   
wire signed [15:0] y_s;
wire signed [15:0] u_s;
wire signed [15:0] v_s;
wire signed [31:0] r_temp;
wire signed [31:0] g_temp;
wire signed [31:0] b_temp;
assign y_s = y;
assign u_s = u - 128;   
assign v_s = v - 128;   
assign r_temp = y_s + ((v_s * C_1_402) >>> 10);
assign g_temp = y_s - ((u_s * C_0_344) >>> 10) - ((v_s * C_0_714) >>> 10);
assign b_temp = y_s + ((u_s * C_1_772) >>> 10);
always @(posedge clk or negedge rst_n)	
	if (~rst_n)	            r <= 8'h00; else
	if (start_conversion) begin	
		if (r_temp < 'd0)	    r <= 8'h00; else
		if (r_temp > 'd255) 	r <= 8'hFF; else
											    r <= r_temp[7:0];
	end
always @(posedge clk or negedge rst_n)	
	if (~rst_n)	            g <= 8'h00; else
	if (start_conversion) begin	
		if (g_temp < 'd0)	    g <= 8'h00; else
		if (g_temp > 'd255) 	g <= 8'hFF; else
											    g <= g_temp[7:0];
	end
always @(posedge clk or negedge rst_n)	
	if (~rst_n)	            b <= 8'h00; else
	if (start_conversion) begin	
		if (b_temp < 'd0)	    b <= 8'h00; else
		if (b_temp > 'd255) 	b <= 8'hFF; else
											    b <= b_temp[7:0];
	end
always @(posedge clk or negedge rst_n)
	if (~rst_n)     	        pixel_ready <= 1'b0; else
	if (pixel_ready)          pixel_ready <= 1'b0; else
	if (start_conversion)	    pixel_ready <= 1'b1;
endmodule
```
`design/flow/run.sh`:
```
#!/bin/bash
# OpenROAD 26Q1-2900-gdf79404cd8, Yosys 0.63+post, stock flow scripts
make -C /OpenROAD-flow-scripts/flow DESIGN_CONFIG=/design/flow/config.mk WORK_HOME=/design/flow/orfs finish
```
==> impl_metrics.yaml <==
# synthesis and place-and-route metrics
power:
  p_per_area_nw_per_um2: 178
  vdd_ir_drop_max_v: 0.000245
  leakagePower_nw: 17.4
floorplanning:
  die_x_um: 245
  core_area_um2: 57900
  die_area_um2: 59900
  initCoreUtil: 0.509
  io_pins: 200
  floorplan.rows: 88
  fp.dieH_um: 245
synthesis:
  ys_ff: 355
  netlist_top_cells_count: "ha_1, inv_1, dfrtp_1"
  ys_types: 78
  yosys.area.top_type: "dfrtp_1"
  syn_area_um2: 29500
  synthTopCellsByArea: "dfrtp_1, ha_1, fa_1, mux2_2, inv_1"
  netlist.area_leader.share: 0.301
  syn-instance-count: 2808
  ys_seq_frac: 0.302
  ys_async_sr_fraction: 1.00
  ys_warn_count: 0
  yosysMostFrequentCell: "ha_1"
  ys_cells: 2808
  edf_count: 0
  syn-mean-instance-area_um2: 10.5
  yosys_area_um2: 29500
  ff_type: "dfrtp_1"
routing:
  avgViaCountPerCell: 5.38
  num_vias: 20300
  first_pass_iters: 8
  avgRoutedWirePerCell_um: 18.4
  drc_errors: 0
  drtIter0Drc: 986
  routed_wl_um: 69400
  postRouteAntennaNets: 0
  n_antenna_cell: 0
grt:
  grt_pass1_vias: 20000
  grt-ovfl-total: 0
  use_met3: 0.0565
  grt_use_total: 0.253
  use_met1: 0.427
  grt_pass1_wl_um: 112000
  grt_max_degree: 114
  globalRouteMet2Util: 0.345
  antenna_found_initial: 2
  grt_busiest_layer: "met1"
placed_design:
  placed_cell_area_um2: 32000
  portBuffers: 173
  gp_congestion: 0.956
  hpwl_um: 56300
min_path:
  hp-class: "flop to flop"
  min-delay-start: "irq"
clock_network:
  post_cts_resized: 0
  clk_pin_slew_ps: 60
  cts-root-buf: "clkbuf_16"
  cts_tree: "built"
  cts_max_level: 2
  cts_buffers: 40
  clk_latency_ps: 560
  cts_sinks: 355
  cts_setup_buffers: 0
  cts_buffer_depth: 3
  cts_hold_buf: 0
layout:
  area_delta_synth_final_pct: 13.3
  seq_area_um2: 8890
  fill_cells: 4750
  largest_reg_flops: 96
  reg_top3: "rgb_out (96), yuv_mem (64), prdata (25)"
  drive_gt1_frac: 0.129
  top_register: "rgb_out"
  fin_area_um2: 33400
  mi_logic_area_um2: 18700
worst_setup_path:
  critPathLaunch: "v0[1]"
  regToRegSetupSlack_ps: 2770
  r2r_start: "v0[1]"
  critPathLaunchType: "flop"
  critPathCaptureType: "flop"
  path_class: "flop to flop"
  crit_arrival_ps: 8220
  cp.required_ps: 10990
  crit_fanout: 8
final_timing:
  period_used_share: 0.736
  slew_headroom: 0.419
  timing.final.setup_violations: 0
  finClkSkew_ps: 24.5
  rsz0062_at_grt: "false"
  final.setup.tns_ps: 0
  drv_slew: 0
  fmax_ghz: 0.129
  hold_viol_final: 0
  tightest_slew_ps: 872
  period_needed_ps: 7730
  timing.hold.ws_ps: 420
flow_run:
  warning_count: 95
  drv_cap: 0
status:
  status: "finished clean"
-- cell type report --
cell class,count,area share
Clock buffer,57,0.0350
Timing Repair Buffer,194,0.0572
Multi-Input combinational cell,1977,0.561
Inverter,402,0.0452
Sequential cell,355,0.266
Tap cell,765,0.0287
Clock inverter,16,0.00604
-- per-layer routing --
| layer | up-vias | share of wire |
|---|---|---|
| li1 | 9998 | - |
| met1 | 9720 | 0.50 |
| met2 | 476 | 0.41 |
| met3 | 68 | 0.070 |
| met4 | 2 | 0.025 |
| met5 | - | 0.00012 |
-- critical path, stage by stage (launching register included) --
cell,delay (ps)
dfrtp_1,600
inv_1,90
ha_1,360
inv_1,100
fa_1,540
inv_1,60
fa_1,470
inv_1,50
fa_1,530
inv_1,50
fa_1,500
inv_1,40
ha_1,270
o21ai_0,190
nand2b_1,130
a21oi_1,80
xnor2_1,610
fa_1,560
ha_1,200
o21a_1,170
o21ai_0,290
a21boi_0,250
o2111ai_1,230
nand3_1,130
o41ai_1,350
xor2_1,110
o21ai_1,440
o22a_1,250
-- path summary, 6_finish.rpt --
path | to | cells after the start
max in group asynchronous | u1[6] | 3
worst max-delay path | conv0.g[1] | 27
worst max register to register | conv0.g[1] | 27
min in group asynchronous | rgb_out[30] | 1
worst min-delay path | irq | 1
worst min register to register | irq | 1
-- where the power goes --
part	total (mW)	switching (mW)	internal [mW]
sequential	1.71	0.163	1.55
clock	1.43	0.574	0.857
combinational	2.80	1.63	1.16
-- cell families after synthesis --
kind of cell	count (synthesis)	share of synthesized area
AND/OR/NAND/NOR	474	0.0755
buffers and inverters	476	0.0628
multiplexers	269	0.102
adder cells (fa/ha/maj)	616	0.300
flip-flops	355	0.302
AND-OR/OR-AND	461	0.111
XOR/XNOR	155	0.0467
other	2	0.000255
-- layout by cell type (no fill, tap or decap), types with 25 or more instances in the layout --
cell	n
ha_1	464
inv_1	401
dfrtp_1	353
mux2_2	251
clkdlybuf4s50_1	172
fa_1	152
nand2_1	149
nor2_1	139
xnor2_1	89
a21oi_1	85
o21ai_0	85
xor2_1	65
nor3_1	41
clkbuf_16	41
a21o_1	37
o22a_1	33
o21a_1	31
a31oi_1	30
a221oi_1	26
nand3_1	25
-- per-stage QoR --
stage / instances / total power, mW / utilization / worst slack (ps)
6_report: 3766 / 5.94 / 0.576 / 2770
5_1_grt: 3766 / 6.48 / 0.576 / 2200
4_1_cts: 3766 / 5.99 / 0.576 / 2770
3_5_place_dp: 3693 / 4.51 / 0.552 / 2780
3_3_place_gp: 3693 / 4.48 / 0.552 / 2880
2_1_floorplan: 2808 / 3.71 / - / 3980
No activity file was given, so power comes from the tool's default toggle rates.
